[run.sh]
#!/bin/bash
# OpenROAD 26Q1-2900-gdf79404cd8, Yosys 0.63+post, stock flow scripts
make -C /OpenROAD-flow-scripts/flow DESIGN_CONFIG=/design/flow/config.mk WORK_HOME=/design/flow/orfs finish
[constraint.sdc]
current_design DVL_MUX_33

set clk_period 1.0
set clk_io_pct 0.2

create_clock -name clk0 -period $clk_period

set non_clock_inputs [all_inputs -no_clocks]
set_input_delay [expr $clk_period * $clk_io_pct] -clock clk0 $non_clock_inputs
set_output_delay [expr $clk_period * $clk_io_pct] -clock clk0 [all_outputs]
[config.mk]
export PLATFORM = sky130hd
export DESIGN_NAME = DVL_MUX_33
export DESIGN_NICKNAME = DVL_MUX_33
export VERILOG_FILES = /design/flow/design.v
export SDC_FILE = /design/flow/constraint.sdc
export NUM_CORES = 4
export LEC_CHECK = 1
export CORE_AREA = 10 10 71 71
export DIE_AREA = 0 0 81 81
[design.v]
module DVL_MUX_33  (A,B,S,Y);
   input [32:0] A;
   input [32:0] B;
   input 	S;
   output [32:0] Y;
   assign Y = S ? B : A;
endmodule
==> impl_results.html <==
<!-- implementation run metrics -->
<table>
<tr><th>Metric</th><th>Value</th></tr>
<tr><th colspan="2">Outcome</th></tr>
<tr><td>Result of the run</td><td>complete, but fails checks</td></tr>
<tr><td>Failing checks</td><td>setup timing</td></tr>
<tr><th colspan="2">Floorplan</th></tr>
<tr><td>Vert. Die Dim</td><td>81 µm</td></tr>
<tr><td>Number of standard-cell rows in the floorplan</td><td>22</td></tr>
<tr><td>Floorplan core area</td><td>3633 µm²</td></tr>
<tr><td>Boundary Pins</td><td>100</td></tr>
<tr><td>Horizontal die size</td><td>81 µm</td></tr>
<tr><td>Initial core utilization</td><td>15.29%</td></tr>
<tr><td>Die area</td><td>6561 µm²</td></tr>
<tr><th colspan="2">STA</th></tr>
<tr><td>Number of setup violations in the final report</td><td>33</td></tr>
<tr><td>Period utilization</td><td>117.7%</td></tr>
<tr><td>Period minus WS final</td><td>1.177 ns</td></tr>
<tr><td>Fmax</td><td>849.5 MHz</td></tr>
<tr><td>Final-report max-slew violation count</td><td>0</td></tr>
<tr><td>Setup repair after global routing missed its margin</td><td>yes</td></tr>
<tr><td>Rel. slew slack</td><td>94.55%</td></tr>
<tr><td>Worst setup slack after layout</td><td>-0.1772 ns</td></tr>
<tr><td>Final hold vios</td><td>0</td></tr>
<tr><td>Final total negative setup slack</td><td>-2.734 ns</td></tr>
<tr><td>Tightest Pin Transition</td><td>0.08172 ns</td></tr>
<tr><th colspan="2">Critical path</th></tr>
<tr><td>Critical path capture point type</td><td>primary output</td></tr>
<tr><td>Kind of start point of the critical path</td><td>input port</td></tr>
<tr><td>CP Cell Sequence</td><td>buf_12 -&gt; buf_12 -&gt; buf_12 -&gt; mux2_4 -&gt; buf_2</td></tr>
<tr><td>Buffers &amp; Inverters on Critical Path</td><td>4</td></tr>
<tr><td>CP Class</td><td>input port to primary output</td></tr>
<tr><td>CP required</td><td>0.80 ns</td></tr>
<tr><td>Gate family responsible for the most delay along the worst path</td><td>buffers and inverters</td></tr>
<tr><td>Cell with the biggest individual delay on the critical path</td><td>mux2_4</td></tr>
<tr><td>Most common cell on crit path</td><td>buf_12</td></tr>
<tr><td>Biggest fanout along the worst timing path</td><td>6</td></tr>
<tr><td>Slowest Stage Delay on Critical Path</td><td>0.28 ns</td></tr>
<tr><td>Signal arrival time at the worst endpoint</td><td>0.98 ns</td></tr>
<tr><th colspan="2">Global route</th></tr>
<tr><td>Via count of the first global-routing pass</td><td>725</td></tr>
<tr><td>Total grt overflow</td><td>0</td></tr>
<tr><td>GRT Util Overall</td><td>7.310%</td></tr>
<tr><td>Wire length of the first global-routing pass</td><td>3836 µm</td></tr>
<tr><td>Antenna violations before repair</td><td>0</td></tr>
<tr><td>Maximum number of pins on one net before global-route repair</td><td>10</td></tr>
<tr><th colspan="2">Synth</th></tr>
<tr><td>Portion of the post-synthesis area used by sequential elements</td><td>0%</td></tr>
<tr><td>Number of warning messages in the yosys log</td><td>0</td></tr>
<tr><td>Yosys top cell by area</td><td>mux2_4</td></tr>
<tr><td>Share of the synthesized area in the top cell type</td><td>81.08%</td></tr>
<tr><td>Number of standard cells reported by yosys</td><td>37</td></tr>
<tr><td>Post-Synthesis Cells</td><td>37</td></tr>
<tr><td>Synthesized area per cell</td><td>15.01 µm²</td></tr>
<tr><td>Synthesized area</td><td>555.5 µm²</td></tr>
<tr><td>Area figure in the yosys stat output</td><td>555.5 µm²</td></tr>
<tr><td>Top cells by area in the synthesized netlist</td><td>mux2_4, buf_12, mux2_2</td></tr>
<tr><td>Count of distinct cell types in the synthesized netlist</td><td>4</td></tr>
<tr><td>Top-count cell post-synth</td><td>mux2_4</td></tr>
<tr><td>Commonest cells in the synthesized netlist</td><td>mux2_4, buf_12, mux2_2</td></tr>
<tr><th colspan="2">Cells and area</th></tr>
<tr><td>Utilization of the core after routing</td><td>43.22%</td></tr>
<tr><td>Area taken by multi-input logic gates</td><td>491.7 µm²</td></tr>
<tr><td>Clock buffer count in the final layout</td><td>0</td></tr>
<tr><td>Non-filler cells, final</td><td>186</td></tr>
<tr><td>Seq_cells</td><td>0</td></tr>
<tr><td>Register cell area after layout</td><td>0 µm²</td></tr>
<tr><td>Fraction of layout cells with a size suffix above 1</td><td>52.17%</td></tr>
<tr><td>Fillers</td><td>378</td></tr>
<tr><td>Layout overhead on the synthesized area</td><td>182.7%</td></tr>
<tr><th colspan="2">Power</th></tr>
<tr><td>Standby leakage power</td><td>0.8713 nW</td></tr>
<tr><td>Peak VDD IR</td><td>0.1421 mV</td></tr>
<tr><td>Power per Cell Area</td><td>388.4 nW/µm²</td></tr>
<tr><td>Overall power of the completed layout</td><td>0.6099 mW</td></tr>
<tr><th colspan="2">Detailed routing</th></tr>
<tr><td>Total via count in the routed design</td><td>703</td></tr>
<tr><td>Antenna viol nets, final</td><td>0</td></tr>
<tr><td>Number of optimization iterations in the first detailed-route pass</td><td>2</td></tr>
<tr><td>Iteration-0 DRC Markers</td><td>7</td></tr>
<tr><td>Routed Wire Length</td><td>2795 µm</td></tr>
<tr><td>Antenna cells</td><td>0</td></tr>
<tr><td>Post-route DRC violation count</td><td>0</td></tr>
<tr><td>Post-detailed-route via-to-cell ratio</td><td>3.780</td></tr>
<tr><td>WL/cell</td><td>15.03 µm</td></tr>
<tr><th colspan="2">Placed design</th></tr>
<tr><td>GP Congestion</td><td>0.7599</td></tr>
<tr><td>Number of port buffers</td><td>100</td></tr>
<tr><td>Pre-CTS WS</td><td>-0.5022 ns</td></tr>
<tr><td>Detailed-placement wirelength estimate</td><td>2451 µm</td></tr>
<tr><td>Instance count after placement with tap cells included</td><td>183</td></tr>
<tr><th colspan="2">Min path</th></tr>
<tr><td>Path type of the worst min-delay path</td><td>input port to primary output</td></tr>
<tr><th colspan="2">Run</th></tr>
<tr><td>Tool warning count</td><td>34</td></tr>
<tr><td>Maxcap violations</td><td>0</td></tr>
<tr><th colspan="2">Clocking</th></tr>
<tr><td>Number of hold-repair buffers added at the cts stage</td><td>0</td></tr>
</table>
-- cells by family (layout without fill, tap and decap cells) --
| group | Yosys count | after routing | share of synthesized area, % |
|---|---|---|---|
| buf+inv | 4 | 105 | 12.84 |
| mux | 33 | 33 | 87.16 |
-- where the power goes --
part,switching (mW),internal (mW)
Sequential,0,0
Clock,0,0
Combinational,0.135,0.475
-- routing by layer --
layer	vias to the layer above	track usage, %	share of wire [%]
li1	345	-	-
met1	312	8.044	35
met2	46	13.30	52
met3	0	3.452	13
met4	0	0	0
met5	-	0	0
-- repair_timing --
action	in CTS	in global routing
setup endpoints to repair	33	33
resized	175	12
cloned	2	0
setup buffers	1	0
-- placed cells by master, fill, tap and decap left out --
master | Yosys | routed
dlygate4sd2_1 | 0 | 57
mux2_4 | 30 | 32
buf_6 | 1 | 19
buf_2 | 0 | 14
clkdlybuf4s50_1 | 0 | 5
dlymetal6s2s_1 | 0 | 4
buf_12 | 3 | 4
buf_16 | 0 | 2
mux2_2 | 3 | 1
-- final cells by class --
type / instances / share of cell area [%]
repair buffers: 105 / 64.86
multi-input cells: 33 / 31.31
well taps: 48 / 3.825
-- stage by stage --
step / cell area [µm²] / hold slack (ns)
6_report: 1570 / 0.6976
5_1_grt: 1570 / 0.7143
4_1_cts: 1513 / 0.7992
3_3_place_gp: 1580 / 1.331
3_5_place_dp: 1580 / 1.327
2_1_floorplan: 555.5 / 0.4977
-- path summary, 6_finish.rpt --
| kind | slack [ns] | end | from | depth (start not counted) |
|---|---|---|---|---|
| worst max-delay path | -0.18 | Y[10] | S | 5 |
| worst min-delay path | 0.70 | Y[32] | A[32] | 3 |
Power and IR drop assume default switching activity.
