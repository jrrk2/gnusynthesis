**flow/design.v**
```verilog
module DVL_SH_L_8_8  (A,B,Y);
output [7:0] Y;
input [7:0] B;
input [7:0] A;
assign Y = (A << B);
endmodule
```
**flow/run.sh**
```bash
#!/bin/bash
# OpenROAD 26Q1-2900-gdf79404cd8, Yosys 0.63+post, stock flow scripts
make -C /OpenROAD-flow-scripts/flow DESIGN_CONFIG=/design/flow/config.mk WORK_HOME=/design/flow/orfs finish
```
**flow/config.mk**
```make
export PLATFORM = sky130hd
export DESIGN_NAME = DVL_SH_L_8_8
export DESIGN_NICKNAME = DVL_SH_L_8_8
export VERILOG_FILES = /design/flow/design.v
export SDC_FILE = /design/flow/constraint.sdc
export NUM_CORES = 4
export LEC_CHECK = 1
export CORE_AREA = 10 10 70 70
export DIE_AREA = 0 0 80 80
```
**flow/constraint.sdc**
```tcl
current_design DVL_SH_L_8_8

set clk_period 3.8
set clk_io_pct 0.2

create_clock -name clk0 -period $clk_period

set non_clock_inputs [all_inputs -no_clocks]
set_input_delay [expr $clk_period * $clk_io_pct] -clock clk0 $non_clock_inputs
set_output_delay [expr $clk_period * $clk_io_pct] -clock clk0 [all_outputs]
```
==> impl_metrics.ini <==
; implementation run metrics
[outcome]
status = complete, no violations

[detailed_routing]
wl_um = 1218
ant_nets = 0
first_pass_iters = 3
drt_iter0_markers = 36
vias_per_cell = 3.604
vias = 382
post-route-drc-count = 0
n_antenna_cell = 0
wl_per_cell_um = 11.49

[final_timing]
hold_viol_final = 0
setup_tns_ps = 0
worstMarginPinSlew_ps = 435.8
fin_hold_ws_ps = 2618
period_needed_ps = 3391
rsz0062_at_grt = false
final.setup.worst_slack_ps = 409.0
setup_viol = 0
fin_crit_sh = 0.8924
max_freq_mhz = 294.9
slew-limit-headroom = 0.7086
slew_viol_final = 0

[worst_setup_path]
path_cells = clkdlybuf4s50_1 -> or4_4 -> nor4_1 -> and3_1 -> clkdlybuf4s50_1
crit_family = simple AND/OR/NAND/NOR gates
cp.required_ps = 3040
start_kind = primary input
slowest_delay_ps = 540
crit_buf_inv = 2
slowest_stage = or4_4
crit_type = in -> out
crit_top_cell = clkdlybuf4s50_1
cp_max_fo = 3
cp.arrival_ps = 2630
endpoint_kind = output port

[worst_hold_path]
hold_class = in -> out

[place]
dp_hpwl_um = 1033
place_ws_ps = 413.8
io_buffers = 24
gp_congestion = 0.7875
dpl_cell_area_um2 = 623.1

[layout]
nClkBuffers = 0
comb_area_um2 = 306.5
layout_top_cell = clkdlybuf4s50_1
syn2layout_area_growth_pct = 91.54
final_core_util = 0.1824
layout_top_cells = clkdlybuf4s50_1, mux2i_1
drive_gt1_frac = 0.1667
postLayoutCellArea_um2 = 623.1
flops = 0
seq_area_um2 = 0
fillers = 394

[die]
dieArea_um2 = 6400
fp.coreArea_um2 = 3416
die_h_um = 80
die_width_um = 80
fp_util = 0.09524
row_count = 21
io_pins = 24

[yosys]
synth_cell_types = 20
synthTopCellsByArea = mux2i_1, mux4_2, and3_1, nor2b_1, buf_2
ys_seq_frac = 0
yosys.area.top_type_share = 0.2154
synth-warning-count = 0
netlist_area_um2 = 325.3
yosys.area.top_type = mux2i_1
synthCells = 37
ys_area_um2 = 325.3
ys_cells = 37
avgSynthCellArea_um2 = 8.792

[power]
cellPowerDensity_nw_per_um2 = 78.69
p_leak_uw = 0.0002218
vdd_drop_max_mv = 0.01612

[run]
maxCapViolCount = 0
warnings = 32

[grt]
grt_usage = 0.03777
grt_pass1_wl_um = 2063
grt_pass1_vias = 427
grt_max_degree = 12
overflow = 0
antenna_found_initial = 0

[cts]
cts_setup_buffers = 0
cts-hold-fix-buffers = 0
cts-resized-gates = 0
-- cells in the mapped netlist --
cell type  number
mux2i_1         7
and3_1          3
buf_2           3
mux4_2          3
nor2_1          3
nor2b_1         3
o21a_1          2
a221o_1         1
a22oi_1         1
inv_1           1
mux2_2          1
nand3b_1        1
nor3_2          1
nor3b_1         1
nor3b_2         1
nor4_1          1
o211ai_1        1
o21ai_0         1
or2_4           1
or4_4           1
-- final cells by class --
type | instances | area share
tap | 46 | 0.09237
inverter | 1 | 0.006024
timing repair buffer | 26 | 0.4096
multi-input combinational | 33 | 0.4920
-- cells by family (layout without fill, tap and decap cells) --
group,after synthesis,count (layout),share of synthesized area
multiplexers,11,11,0.4577
AND/OR/NAND/NOR,16,16,0.3462
AND-OR/OR-AND,6,6,0.1385
buffers and inverters,4,27,0.05767
-- power breakdown --
group	internal, uW	total (uW)	leakage [uW]	switching, uW
clock network	0	0	0	0
logic	31.0	49.0	0.000222	18.0
registers	0	0	0	0
total	31.0	49.0	0.000222	18.0
-- worst paths after layout --
path  startpoint  endpoint  slack (ps)  cells past startpoint
max         B[3]      Y[0]         410                      5
min         B[6]      Y[2]        2620                      4
-- tightest hold or removal path, cell delays in order --
cell and delay (ps):
clkdlybuf4s50_1 510, or2_4 150, nor3_2 40, clkdlybuf4s50_1 390
-- per-stage QoR --
| stage | total power [uW] | std cells |
|---|---|---|
| 6_report | 49.03 | 106 |
| 4_1_cts | 49.30 | 106 |
| 3_3_place_gp | 48.69 | 106 |
| 3_5_place_dp | 48.98 | 106 |
| 2_1_floorplan | 23.67 | 37 |
| 5_1_grt | 53.46 | 106 |
-- layer usage --
| metal | track usage | part of all wire | up-vias |
|---|---|---|---|
| li1 | - | - | 191 |
| met1 | 0.04794 | 0.42 | 180 |
| met4 | 0 | 0 | 0 |
| met2 | 0.06421 | 0.48 | 11 |
| met5 | 0 | 0 | - |
| met3 | 0.01250 | 0.10 | 0 |
No activity file was given, so power comes from the tool's default toggle rates.
