--- flow/run.sh ---
#!/bin/bash
# OpenROAD 26Q1-2900-gdf79404cd8, Yosys 0.63+post, stock flow scripts
make -C /OpenROAD-flow-scripts/flow DESIGN_CONFIG=/design/flow/config.mk WORK_HOME=/design/flow/orfs finish
--- flow/config.mk ---
export PLATFORM = sky130hd
export DESIGN_NAME = DVL_GEQ_8_8
export DESIGN_NICKNAME = DVL_GEQ_8_8
export VERILOG_FILES = /design/flow/design.v
export SDC_FILE = /design/flow/constraint.sdc
export NUM_CORES = 4
export LEC_CHECK = 1
export CORE_AREA = 10 10 70 70
export DIE_AREA = 0 0 80 80
--- flow/constraint.sdc ---
current_design DVL_GEQ_8_8

set clk_period 1.6
set clk_io_pct 0.2

create_clock -name clk0 -period $clk_period

set non_clock_inputs [all_inputs -no_clocks]
set_input_delay [expr $clk_period * $clk_io_pct] -clock clk0 $non_clock_inputs
set_output_delay [expr $clk_period * $clk_io_pct] -clock clk0 [all_outputs]
--- flow/design.v ---
module DVL_GEQ_8_8  (A,B,Y);
output [0:0] Y;
input [7:0] B;
input [7:0] A;
assign Y = (A >= B);
endmodule
==> impl_metrics.csv <==
group,metric,value,unit
setup_path,critPathLaunchType,"input pin",
die,chipArea,6400,sq um
layout,finish.utilization,13.99,%
timing,hold_viol_final,0,
setup_path,crit_path_frequent_cell,"buf_2",
timing,slew_violations,0,
timing,rsz0062_at_grt,"true",
drt,wl_per_cell,7.750,um
power,power_density,229.3,nW/um^2
logic_synthesis,ys_seq_share,0,%
setup_path,path_buffers,3,
logic_synthesis,ys_cells,25,
global_routing,grt_max_degree,3,
power,pwr-share-comb,100.0,%
timing,finalWorstSetupSlack,0.02099,ns
clocking,cts_hold_buf,0,
setup_path,worstSetupStartpoint,"B[5]",
timing,relSlewSlack,88.59,%
setup_path,crit_fanout,2,
logic_synthesis,syn_area,197.7,sq um
logic_synthesis,synth_cells,25,
drt,met2_length,175,um
drt,diodes,0,
layout,n_fill_cell,397,
global_routing,first_global_vias,254,
logic_synthesis,yosysTopAreaCellShare,50.63,%
logic_synthesis,synthTopCellsByArea,"ha_1 (51%), inv_1 (15%), a21o_1 (11%)",
die,die_h,80,um
drt,drc,0,
layout,seq_cells,0,
drt,vias,220,
die,core_area,3416,sq um
clocking,post-cts-setup-buffer-count,0,
setup_path,endpoint,"Y[0]",
drt,first_pass_iters,1,
timing,setup_viol,0,
job,warning_count,33,
setup_path,cpLargestDelayFamily,"AND-OR/OR-AND gates",
job,maxCapViolCount,0,
setup_path,path_class,"input pin to primary output",
logic_synthesis,yosys.area.top_type,"ha_1",
timing,period_used_share,98.69,%
placement,routabilityCongestion,0.7836,
placement,place_area,425.4,sq um
layout,layout-drive-gt1-share,73.81,%
hold_path,min_path_type,"input pin to primary output",
status,status,"finished, final reports clean",
setup_path,crit_cells,7,
setup_path,critPathCaptureType,"primary output",
logic_synthesis,synthTopCellsByCount,"ha_1 (8), inv_1 (8), a21o_1 (3)",
die,initCoreUtil,5.788,%
global_routing,antenna_found_initial,0,
power,intPower,0.00006707,W
drt,top_layer,"met3",
layout,register_area,0,sq um
power,leakagePower,0.2224,nW
power,switchingPower,0.00004252,W
drt,routed_wl,682,um
setup_path,crit_arrival,1.26,ns
drt,wl_met1,341,um
placement,preCtsSetupSlack,-0.8033,ns
placement,dpl.cell_count,88,
drt,ant_nets,0,
timing,fin_crit,1.579,ns
setup_path,slowest_delay,0.21,ns
setup_path,cp_slowest_cell,"a221oi_2",
drt,drt_first_iter_violations,0,
timing,worstMarginPinSlew,0.1712,ns
layout,synthToLayoutAreaGrowth,141.8,%
layout,layout.cells.non_filler,88,
setup_path,path_cells,"buf_2 -> inv_2 -> ha_4 -> and3_4 -> a221oi_2 -> o21ai_1 -> buf_2",
placement,dp.final_hpwl,595,um
layout,num-clock-buffers,0,
global_routing,grt_pass1_wl,1035,um
logic_synthesis,avgSynthCellArea,7.908,sq um
power,seq_power_share,0,%
setup_path,crit_required,1.28,ns
drt,vias_per_cell,2.500,
timing,fmaxAchievable,633.3,MHz
die,row_count,21,
layout,fin_area,478.0,sq um
logic_synthesis,synth.distinct_cells,9,
placement,port_buffers,17,
global_routing,grt_overflow_total,0,
power,clockPowerShare,0,%
global_routing,globalRouteTotalUtil,1.986,%
logic_synthesis,ys_area,197.7,sq um
die,die_x,80,um
power,sw_frac_of_total,38.80,%
drt,wl_met3,165,um
logic_synthesis,yosys_warnings,0,
die,ioPinCount,17,
power,ir_drop,0.08555,mV
[cell families (layout without fill, tap and decap cells)]
family / count (synthesis) / after routing / synth area share (%)
adders and majority gates: 8 / 8 / 50.63
buffers and inverters: 8 / 25 / 15.19
AOI/OAI and AO/OA: 6 / 6 / 24.68
and+or+nand+nor: 3 / 3 / 9.495
[worst min path at each step]
stage         startpoint   end  slack, ns  depth (start not counted)
CTS                 A[7]  Y[0]       1.07                          5
global route        A[7]  Y[0]       1.07                          5
finish              A[7]  Y[0]       1.04                          5
[stage by stage]
stage	TNS [ns]	hold slack [ns]	total power, W
2_1_floorplan	0	0.8410	0.00003570
3_3_place_gp	-0.7881	1.857	0.00008872
3_5_place_dp	-0.8033	1.865	0.00009052
4_1_cts	0	1.075	0.0001036
5_1_grt	-0.02248	1.071	0.0001220
6_report	0	1.037	0.0001096
[per-layer routing]
| layer | vias up | GRT usage, % |
|---|---|---|
| met3 | 0 | 1.818 |
| met1 | 84 | 2.835 |
| met2 | 16 | 2.167 |
| met4 | 0 | 0 |
| met5 | - | 0 |
| li1 | 120 | - |
[timing repair]
action	in CTS	in global routing
resized	68	7
endpoints found under the setup margin	1	1
pin swaps	15	8
[area by class of cell]
type / instances / area [sq um] / area share, %
inverter: 8 / 35.03 / 7.330
multi-input combinational: 17 / 261.5 / 54.71
tap: 46 / 57.56 / 12.04
timing repair buffer: 17 / 123.9 / 25.92
[cells in the final DEF (no fill, tap or decap)]
cell and n:
and3_4 1, ha_2 2, ha_4 5, inv_4 2, a221oi_2 1, o21ai_1 1, buf_6 5, buf_2 9
nand2b_4 1, inv_1 3, clkbuf_2 1, a21o_1 3, dlygate4sd2_1 2, ha_1 1, inv_2 3, nand3_1 1
a31oi_4 1
[power groups by stage]
stage	clock network [W]	registers, W	logic, W
finish	0	0	0.000110
CTS	0	0	0.000104
global route	0	0	0.000122
Power figures rest on the tool's default switching activity, not on a simulated workload.
